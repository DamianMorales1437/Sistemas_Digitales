==> ./design.v <==
module ES1 (
  input [2:0] A,B,
  input s0,s1,
  output [3:0] F
);
wire [2:0] w1;
wire [3:0] w2;
sum U1 (
   .A(A),
   .B(B),
   .F(w2)
);
mux1 U2(
   .A(A),
   .B(B),
   .s(s0),
   .F(w1)   
);
mux2 U3(
   .A(w1),
   .B(w2),
   .s(s1),
   .F(F)   
);
endmodule
module mux1(
    input [2:0] A, B,
	input s,
	output [2:0] F  
);
assign F = s ? B : A;
endmodule 
module mux2(
    input [2:0] A,
    input [3:0]	B,
	input s,
	output [3:0] F  
);
assign F = s ? B : A;
endmodule 
module sum(
   input [2:0] A,B,
   output [3:0] F    
);
assign F = A + B;
endmodule 
module ES1_labsland(
    input [7:0] SW, 
    output wire [6:0] HEX0
);
wire [3:0] w1;
ES1 U0(
 .A(SW[2:0]),
 .B(SW[5:3]),
 .s0(SW[7]),
 .s1(SW[6]),
 .F(w1) 
);
display U1(
   .A(w1[3]),
   .B(w1[2]),
   .C(w1[1]),
   .D(w1[0]),
   .a(HEX0[0]),
   .b(HEX0[1]),
   .c(HEX0[2]),
   .d(HEX0[3]),
   .e(HEX0[4]),
   .f(HEX0[5]),
   .g(HEX0[6])   
);
endmodule 
module display(
 input A,B,C,D,
 output a,b,c,d,e,f,g
);
assign a=(A|B|C|~D)&(A|~B|C|D)&(A|~B|~C|D)&(~A|B|~C|D)&(~A|B|~C|~D)&(~A|~B|C|D)&(~A|~B|~C|D)&(~A|~B|~C|~D);
assign b=(A|~B|C|~D)&(A|~B|~C|D)&(~A|B|~C|D)&(~A|~B|C|~D)&(~A|B|~C|~D)&(~A|~B|~C|~D)&(~A|~B|~C|D);
assign c=(A|B|~C|D)&(~A|B|~C|D)&(~A|~B|C|D)&(~A|~B|C|~D)&(~A|~B|~C|D)&(~A|~B|~C|~D);
assign d=(A|B|C|~D)&(A|~B|C|D)&(A|~B|~C|~D)&(~A|B|C|~D)&(~A|~B|C|D)&(~A|~B|~C|~D);
assign e=(~A&~B&~C&~D)|(~A&~B&C&~D)|(~A&B&C&~D)|(A&~B&~C&~D)|(A&~B&C&~D)|(A&B&C&~D);
assign f=(A|B|C|~D)&(A|B|~C|D)&(A|B|~C|~D)&(A|~B|~C|~D)&(~A|B|~C|D)&(~A|B|~C|~D)&(~A|~B|~C|~D);
assign g=(A|B|C|D)&(A|B|C|~D)&(A|~B|~C|~D)&(~A|~B|~C|~D);
endmodule
==> ./run.sh <==
#!/bin/bash
# OpenROAD 26Q1-2900-gdf79404cd8, Yosys 0.63+post, stock flow scripts
make -C /OpenROAD-flow-scripts/flow DESIGN_CONFIG=/design/flow/config.mk WORK_HOME=/design/flow/orfs finish
==> ./config.mk <==
export PLATFORM = sky130hd
export DESIGN_NAME = ES1_labsland
export DESIGN_NICKNAME = ES1_labsland
export VERILOG_FILES = /design/flow/design.v
export SDC_FILE = /design/flow/constraint.sdc
export NUM_CORES = 4
export LEC_CHECK = 1
export CORE_AREA = 10 10 70 70
export DIE_AREA = 0 0 80 80
==> ./constraint.sdc <==
current_design ES1_labsland

set clk_period 5.9
set clk_io_pct 0.2

create_clock -name clk0 -period $clk_period

set non_clock_inputs [all_inputs -no_clocks]
set_input_delay [expr $clk_period * $clk_io_pct] -clock clk0 $non_clock_inputs
set_output_delay [expr $clk_period * $clk_io_pct] -clock clk0 [all_outputs]
==> run notes <==
Implementation results

Per the run summary, max-cap violations total 0. The fmax is 211 MHz. The first global-routing pass estimated 1340 um of wire. The data arrival time of the critical path is 3.57 ns. Counting endpoints that fail hold in the final report gives 0. The floorplan step defined a core boundary enclosing 3420 um2.

The number of global-route vias before repair is 309. The cell row count is 21. Per Yosys stat, the portion of area used by sequential elements is 0. The I/O pin total is 15. The slew of the pin with the lowest slew margin is 0.385 ns. The via-per-instance ratio is 3.08. From bottom edge to top edge, the die measures 80 um.

The setup violation total in the final timing report is 0. In this run, distinct cell masters in the synthesized netlist total 19. The smallest clock period supported by the final layout is computed as 4.75 ns. VDD sags by at most 0.0141 mV. Post-route period utilization is reported as 0.805. The summed standard-cell area reported by yosys is 340 um2. Setup repair after global routing left no endpoint under its margin. The number of setup buffers added after CTS is 0. The fraction of layout cells with a size suffix above 1 is 0.114. The overall die size recorded for this design is 6400 um2. The number of iterations in the first detailed-routing pass is 2. Compared with the post-synthesis result, the final layout area differs by 44.1%.

At the end of routability-driven placement, the weighted congestion stood at 0.642. The cell total in the yosys stat output is 37. After technology mapping, the gate count stands at 37. Once layout is complete, the utilization of the core stands at 0.144.

STA classifies the critical path startpoint as an input pin. For the final routed database, the setup TNS stands at 0 ns. The power density over cell area is 126 nW/um2. The number of design-rule violations left by the first detailed-router iteration is 32. The slew check shows that the tightest pin keeps a relative margin of 0.742. According to the hold report, the worst path is of the input pin to primary output type. Summed over all routing layers, the global router reports a total usage of 0.0252. Fill cells in the final layout number 400. The flow ran to the end, and the final reports show no timing, DRC or antenna violations. The post-place setup slack is 1.12 ns. The data required time reported for the critical path is 4.72 ns.

Dividing the synthesized area by the synthesized cell count gives 9.20 um2. The register area is 0 um2. The count of buffers added on input and output ports is 15. The warning tally printed by Yosys for this design is 0.

The maximum net fanout on the critical path is 9. The count of clock-net buffers in the final layout is 0. After global routing the overflow that remains totals 0. The initial antenna violation count is 0. The detailed-route wire length per cell is 8.92 um. The largest net degree at the start of global routing is 10. The cell area after technology mapping is 340 um2. Sequential cells placed in the final layout were counted as 0. Once the clock tree was built, the resizer swapped 0 gates to a different size. The tool warning count for the run is 32. The die outline width is 80 um.

The count of nets left with antenna violations once routing finished came out at 0. The share of the core area taken by cells at floorplan is 0.0996. The critical path class is input pin to primary output.

STA classifies the critical path endpoint as a primary output. The remaining design rule violation count is 0. In this run the static leakage power is 0.180 nW. The final route contains 277 vias. The number of hold buffers added after cts is 0. Max-slew check failures listed in the final report amount to 0. The antenna diode count is 0. Summed over all layers, the routed wires come to 803 um. The final worst slack is 1.15 ns.
==> cell usage after synthesis (all sizes together) <==
cell / n / area (um2)
mux2: 1 / 15.0
a2bb2oi: 1 / 8.76
and2: 2 / 12.5
a21oi: 3 / 15.0
a221oi: 1 / 15.0
a21o: 2 / 15.0
nand2: 1 / 3.75
a22oi: 3 / 22.5
o21ai: 1 / 8.76
mux2i: 4 / 65.1
xor2: 1 / 8.76
xnor2: 2 / 17.5
nor3: 1 / 5.00
nor2b: 2 / 12.5
buf: 8 / 57.6
ha: 3 / 37.5
fa: 1 / 20.0
==> cell families (layout without fill, tap and decap cells) <==
family	count (synthesis)	after routing	share of synthesized area
buffers and inverters	8	15	0.169
AND/OR/NAND/NOR	6	6	0.0992
AND-OR/OR-AND	11	11	0.250
adder cells (fa/ha/maj)	4	4	0.169
XOR/XNOR	3	3	0.0772
multiplexers	5	5	0.235
==> per-stage QoR <==
step | instance area [um2] | instances | hold slack, ns | power [mW]
6_report | 490 | 90 | 3.66 | 0.0616
5_1_grt | 490 | 90 | 3.72 | 0.0685
4_1_cts | 490 | 90 | 3.68 | 0.0635
3_5_place_dp | 490 | 90 | 3.67 | 0.0632
3_3_place_gp | 490 | 90 | 3.67 | 0.0628
2_1_floorplan | 340 | 37 | 2.78 | 0.0442
==> cells in the final DEF, fill, tap and decap left out, drive strengths merged <==
master	netlist	final
and2	2	2
fa	1	1
a21oi	3	3
a221oi	1	1
ha	3	3
a22oi	3	3
xor2	1	1
a2bb2oi	1	1
o21ai	1	1
mux2i	4	4
mux2	1	1
xnor2	2	2
clkdlybuf4s50	0	15
nand2	1	1
nor2b	2	2
a21o	2	2
nor3	1	1
==> cell type report <==
| type | instances | area, um2 | area share |
|---|---|---|---|
| Multi-Input combinational cell | 29 | 283 | 0.577 |
| Tap cell | 46 | 57.6 | 0.117 |
| Timing Repair Buffer | 15 | 150 | 0.306 |
==> worst max-delay path, stage by stage <==
cell	delay, ns
sky130_fd_sc_hd__clkdlybuf4s50_1	0.42
sky130_fd_sc_hd__ha_1	0.23
sky130_fd_sc_hd__fa_1	0.38
sky130_fd_sc_hd__xnor2_1	0.17
sky130_fd_sc_hd__mux2i_4	0.27
sky130_fd_sc_hd__a21oi_1	0.14
sky130_fd_sc_hd__a221oi_2	0.28
sky130_fd_sc_hd__clkdlybuf4s50_1	0.51
==> worst paths after layout <==
check  cells past startpoint   from  slack [ns]      end
max                        8  SW[0]        1.15  HEX0[0]
min                        6  SW[3]        3.66  HEX0[4]
==> power breakdown <==
part / internal, mW / total, mW / switching, mW
Clock: 0 / 0 / 0
Sequential: 0 / 0 / 0
Combinational: 0.0379 / 0.0616 / 0.0238
==> routing by layer <==
layer / share of wire / global-route usage / routed length, um / vias up
li1: - / - / - / 144
met1: 0.36 / 0.0246 / 290 / 129
met2: 0.61 / 0.0562 / 490 / 4
met3: 0.029 / 0.00227 / 23 / 0
met4: 0 / 0 / 0 / 0
met5: 0 / 0 / 0 / -
Power and IR drop assume default switching activity.
