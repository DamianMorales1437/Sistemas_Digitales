$ cat flow/design.v
`timescale 1ns / 1ps
module FSM(
    input clk,
    input start,pause,
    input [8:0] X,E,
    output reg E1,E2,E3,E4,E5,C501,C502,C201,C202,C101,C102,C51,C52,
    output reg busy
    );
    parameter uno = 4'd1;
    parameter dos = 4'd2;
    parameter tres = 4'd3;
	parameter cuatro = 4'd4;
    parameter cinco = 4'd5;
    parameter seis = 4'd6;
	parameter siete = 4'd7;
	parameter ocho = 4'd8;
    parameter nueve = 4'd9;
    parameter diez = 4'd10;
	parameter once = 4'd11;
    parameter doce = 4'd12;
    parameter trece = 4'd13;
    reg [3:0] presente = uno;  
    reg [3:0] futuro;             
    always @(posedge clk)
        presente <= futuro;
    always @(presente,start,pause,X,E)
        case (presente)
            uno:
                if(start)
				begin
                    if(X % 5 == 9'd0)
				    begin
                    futuro <= dos;
                    end
				    else
				    begin
                    futuro <= uno;
				    end  
                end
				else
				begin
                    futuro <= uno;
				end	
            dos:
                if(X>=9'd50)
                    futuro <= seis;
                else
                    futuro <= tres;
            tres:
                if(X>=9'd20)
                    futuro <= diez;
                else
                    futuro <= cuatro;
			cuatro:
                if(X>=9'd10)
                    futuro <= once;
                else
                    futuro <= cinco;
			cinco:
                if(X==9'd5)
                    futuro <= doce;
                else
                    futuro <= trece;
			seis:
                if(E>=9'd100)
                    futuro <= seis;
                else
                    futuro <= siete;
			siete:
                 if(E>=9'd20)
                    futuro <= diez;
                else
                    futuro <= ocho;
			ocho:
                if(E>=9'd10)
                    futuro <= once;
                else
                    futuro <= nueve;
            nueve:
                if(E==9'd5)
                    futuro <= doce;
                else
                    futuro <= trece;
			diez:
                if(E>=9'd40)
                    futuro <= diez;
                else
                    futuro <= ocho;
			once:
                if(E==9'd15)
                    futuro <= doce;
                else
                    futuro <= trece;
			doce:
                if(pause)
                    futuro <= trece;
                else
                    futuro <= uno;
			trece:
                 if(pause)
                    futuro <= trece;
                else
                    futuro <= uno;
            default:
                futuro <= uno;
        endcase
    always @(presente)
        case (presente)
            uno : begin
                E1 <= 1'b0;
                E2 <= 1'b0;
                E3 <= 1'b0;
				E4 <= 1'b0;
                E5 <= 1'b1;
                C501 <= 1'b0;
				C502 <= 1'b1;
                C201 <= 1'b0;
				C202 <= 1'b1;
		        C101 <= 1'b0;
				C102 <= 1'b1;
				C51 <= 1'b0;
				C52 <= 1'b1;
				busy <= 1'b0;
            end
            dos: begin
                E1 <= 1'b0;
                E2 <= 1'b0;
                E3 <= 1'b0;
				E4 <= 1'b0;
                E5 <= 1'b1;
                C501 <= 1'b0;
				C502 <= 1'b1;
                C201 <= 1'b0;
				C202 <= 1'b1;
		        C101 <= 1'b0;
				C102 <= 1'b1;
				C51 <= 1'b0;
				C52 <= 1'b1;
				busy <= 1'b1;
            end
            tres: begin
                E1 <= 1'b0;
                E2 <= 1'b0;
                E3 <= 1'b0;
				E4 <= 1'b0;
                E5 <= 1'b1;
                C501 <= 1'b0;
				C502 <= 1'b1;
                C201 <= 1'b0;
				C202 <= 1'b1;
		        C101 <= 1'b0;
				C102 <= 1'b1;
				C51 <= 1'b0;
				C52 <= 1'b1;
				busy <= 1'b1;
            end
			cuatro: begin
                E1 <= 1'b0;
                E2 <= 1'b0;
                E3 <= 1'b0;
				E4 <= 1'b0;
                E5 <= 1'b1;
                C501 <= 1'b0;
				C502 <= 1'b1;
                C201 <= 1'b0;
				C202 <= 1'b1;
		        C101 <= 1'b0;
				C102 <= 1'b1;
				C51 <= 1'b0;
				C52 <= 1'b1;
				busy <= 1'b1;
            end
			cinco: begin
                E1 <= 1'b0;
                E2 <= 1'b0;
                E3 <= 1'b0;
				E4 <= 1'b0;
                E5 <= 1'b1;
                C501 <= 1'b0;
				C502 <= 1'b1;
                C201 <= 1'b0;
				C202 <= 1'b1;
		        C101 <= 1'b0;
				C102 <= 1'b1;
				C51 <= 1'b0;
				C52 <= 1'b1;
				busy <= 1'b1;
            end
			seis: begin
                E1 <= 1'b1;
                E2 <= 1'b0;
                E3 <= 1'b0;
				E4 <= 1'b0;
                E5 <= 1'b0;
                C501 <= 1'b1;
				C502 <= 1'b0;
                C201 <= 1'b0;
				C202 <= 1'b0;
		        C101 <= 1'b0;
				C102 <= 1'b0;
				C51 <= 1'b0;
				C52 <= 1'b0;
				busy <= 1'b1;
            end
			siete: begin
                E1 <= 1'b0;
                E2 <= 1'b0;
                E3 <= 1'b0;
				E4 <= 1'b0;
                E5 <= 1'b0;
                C501 <= 1'b0;
				C502 <= 1'b0;
                C201 <= 1'b0;
				C202 <= 1'b0;
		        C101 <= 1'b0;
				C102 <= 1'b0;
				C51 <= 1'b0;
				C52 <= 1'b0;
				busy <= 1'b1;
            end
			ocho: begin
                E1 <= 1'b0;
                E2 <= 1'b0;
                E3 <= 1'b0;
				E4 <= 1'b0;
                E5 <= 1'b0;
                C501 <= 1'b0;
				C502 <= 1'b0;
                C201 <= 1'b0;
				C202 <= 1'b0;
		        C101 <= 1'b0;
				C102 <= 1'b0;
				C51 <= 1'b0;
				C52 <= 1'b0;
				busy <= 1'b1;
            end
            nueve: begin
                E1 <= 1'b0;
                E2 <= 1'b0;
                E3 <= 1'b0;
				E4 <= 1'b0;
                E5 <= 1'b0;
                C501 <= 1'b0;
				C502 <= 1'b0;
                C201 <= 1'b0;
				C202 <= 1'b0;
		        C101 <= 1'b0;
				C102 <= 1'b0;
				C51 <= 1'b0;
				C52 <= 1'b0;
				busy <= 1'b1;
            end
			diez: begin
                E1 <= 1'b0;
                E2 <= 1'b0;
                E3 <= 1'b0;
				E4 <= 1'b1;
                E5 <= 1'b0;
                C501 <= 1'b0;
				C502 <= 1'b0;
                C201 <= 1'b1;
				C202 <= 1'b0;
		        C101 <= 1'b0;
				C102 <= 1'b0;
				C51 <= 1'b0;
				C52 <= 1'b0;
				busy <= 1'b1;
            end
			once: begin
                E1 <= 1'b0;
                E2 <= 1'b1;
                E3 <= 1'b0;
				E4 <= 1'b1;
                E5 <= 1'b0;
                C501 <= 1'b0;
				C502 <= 1'b0;
                C201 <= 1'b0;
				C202 <= 1'b0;
		        C101 <= 1'b1;
				C102 <= 1'b0;
				C51 <= 1'b0;
				C52 <= 1'b0;
				busy <= 1'b1;
            end
			doce: begin
                E1 <= 1'b0;
                E2 <= 1'b0;
                E3 <= 1'b1;
				E4 <= 1'b1;
                E5 <= 1'b0;
                C501 <= 1'b0;
				C502 <= 1'b0;
                C201 <= 1'b0;
				C202 <= 1'b0;
		        C101 <= 1'b0;
				C102 <= 1'b0;
				C51 <= 1'b1;
				C52 <= 1'b0;
				busy <= 1'b1;
            end
			trece: begin
                E1 <= 1'b0;
                E2 <= 1'b0;
                E3 <= 1'b0;
				E4 <= 1'b0;
                E5 <= 1'b0;
                C501 <= 1'b0;
				C502 <= 1'b0;
                C201 <= 1'b0;
				C202 <= 1'b0;
		        C101 <= 1'b0;
				C102 <= 1'b0;
				C51 <= 1'b0;
				C52 <= 1'b0;
				busy <= 1'b1;
            end
            default: begin
                E1 <= 1'b0;
                E2 <= 1'b0;
                E3 <= 1'b0;
				E4 <= 1'b0;
                E5 <= 1'b1;
                C501 <= 1'b0;
				C502 <= 1'b1;
                C201 <= 1'b0;
				C202 <= 1'b1;
		        C101 <= 1'b0;
				C102 <= 1'b1;
				C51 <= 1'b0;
				C52 <= 1'b1;
				busy <= 1'b0;
            end
        endcase
endmodule
`timescale 1ns / 1ps
module cajero(
    input clk,
	input [8:0] X,
    input E1,E2,E3,E4,E5,C501,C502,C201,C202,C101,C102,C51,C52, 
    output reg [8:0] E,C50,C20,C10,C5
    );
    wire [8:0] nexE;
	wire [8:0] wE4;
	wire [8:0] wE3;
	wire [8:0] wE2;
	wire [8:0] wE1;
	wire [8:0] nexC50;
	wire [8:0] wC501;
	wire [8:0] nexC20;
	wire [8:0] wC201;
    wire [8:0] nexC10;
	wire [8:0] wC101;
    wire [8:0] nexC5;
	wire [8:0] wC51;
    always @(posedge clk)
        E <= nexE;
    assign nexE = (E5)? X:wE4;
    assign wE1=(E1)? E-9'd50:E;
	assign wE2=(E2)? E-9'd10:E-9'd20;
    assign wE3=(E3)? E-9'd5:wE2;
	assign wE4=(E4)? wE3:wE1;
    always @(posedge clk)
        C50 <= nexC50;
    assign nexC50 = (C502)? 9'd0:wC501;
    assign wC501=(C501)? C50+9'd1:C50;
    always @(posedge clk)
        C20 <= nexC20;
    assign nexC20 = (C202)? 9'd0:wC201;
    assign wC201=(C201)? C20+9'd1:C20;
    always @(posedge clk)
        C10 <= nexC10;
    assign nexC10 = (C102)? 9'd0:wC101;
    assign wC101=(C101)? C10+9'd1:C10;
    always @(posedge clk)
        C5 <= nexC5;
    assign nexC5 = (C52)? 9'd0:wC51;
    assign wC51=(C51)? C5+9'd1:C5;
endmodule
`timescale 1ns / 1ps
module deco(
input [3:0] S,
input [8:0] C50,C20,C10,C5,
output reg [8:0] F
);
always @(*)
        case (S)
            4'b1000 : begin
	            case({C50})	            
	            9'd0: F = 9'b000000000;
	            9'd1: F = 9'b000000001;
	            9'd2: F = 9'b000000011;
	            9'd3: F = 9'b000000111;
	            9'd4: F = 9'b000001111;
	            9'd5: F = 9'b000011111;
	            9'd6: F = 9'b000111111;
	            9'd7: F = 9'b001111111;
	            9'd8: F = 9'b011111111;	
	            endcase
                      end
            4'b0100: begin
	            case({C20})	            
	            9'd0: F = 9'b000000000;
	            9'd1: F = 9'b000000001;
	            9'd2: F = 9'b000000011;
	            9'd3: F = 9'b000000111;
	            9'd4: F = 9'b000001111;
	            9'd5: F = 9'b000011111;
	            9'd6: F = 9'b000111111;
	            9'd7: F = 9'b001111111;
	            9'd8: F = 9'b011111111;	            
	            endcase
                      end
             4'b0010: begin
                case({C10})                
	            9'd0: F = 9'b000000000;
	            9'd1: F = 9'b000000001;
	            9'd2: F = 9'b000000011;
	            9'd3: F = 9'b000000111;
	            9'd4: F = 9'b000001111;
	            9'd5: F = 9'b000011111;
	            9'd6: F = 9'b000111111;
	            9'd7: F = 9'b001111111;
	            9'd8: F = 9'b011111111;	
                endcase
                      end
			 4'b0001: begin
                case({C5})                
	            9'd0: F = 9'b000000000;
	            9'd1: F = 9'b000000001;
	            9'd2: F = 9'b000000011;
	            9'd3: F = 9'b000000111;
	            9'd4: F = 9'b000001111;
	            9'd5: F = 9'b000011111;
	            9'd6: F = 9'b000111111;
	            9'd7: F = 9'b001111111;
	            9'd8: F = 9'b011111111;	
                endcase     
                      end
	    endcase 				  
endmodule
`timescale 1ns / 1ps
module top(
    input clk,
    input start,pause,
    input [8:0] X,
	input [3:0] S,
    output busy,
	output [8:0] F
    );
    wire E1,E2,E3,E4,E5,C501,C502,C201,C202,C101,C102,C51,C52;
	wire [8:0] E,C50,C20,C10,C5;
    cajero Datapath(
    .clk(clk),
	.X(X),
    .E1(E1),
    .E2(E2),
    .E3(E3),
    .E4(E4),
    .E5(E5),
    .C501(C501),
    .C502(C502),
    .C201(C201),
    .C202(C202),
    .C101(C101),
    .C102(C102),
    .C51(C51),
    .C52(C52),
	.E(E),
    .C50(C50),
    .C20(C20),
    .C10(C10),
    .C5(C5)
    );
    FSM  FSM1(   
    .clk(clk),
	.start(start),
	.pause(pause),
	.busy(busy),
	.X(X),
	.E(E),
    .E1(E1),
    .E2(E2),
    .E3(E3),
    .E4(E4),
    .E5(E5),
    .C501(C501),
    .C502(C502),
    .C201(C201),
    .C202(C202),
    .C101(C101),
    .C102(C102),
    .C51(C51),
    .C52(C52)		
    );
	deco deco1(
	.S(S),
    .C50(C50),
    .C20(C20),
    .C10(C10),
    .C5(C5),	
	.F(F)	
	);		
endmodule
$ cat flow/run.sh
#!/bin/bash
# OpenROAD 26Q1-2900-gdf79404cd8, Yosys 0.63+post, stock flow scripts
make -C /OpenROAD-flow-scripts/flow DESIGN_CONFIG=/design/flow/config.mk WORK_HOME=/design/flow/orfs finish
$ cat flow/config.mk
export PLATFORM = sky130hd
export DESIGN_NAME = top
export DESIGN_NICKNAME = top
export VERILOG_FILES = /design/flow/design.v
export SDC_FILE = /design/flow/constraint.sdc
export NUM_CORES = 4
export LEC_CHECK = 1
export CORE_UTILIZATION = 30
$ cat flow/constraint.sdc
current_design top

set clk_period 6.0
set clk_io_pct 0.2

create_clock -name clk0 -period $clk_period [get_ports {clk}]

set non_clock_inputs [all_inputs -no_clocks]
set_input_delay [expr $clk_period * $clk_io_pct] -clock clk0 $non_clock_inputs
set_output_delay [expr $clk_period * $clk_io_pct] -clock clk0 [all_outputs]
==> run summary <==
Notes on the physical design

The flow ran to the end, and the final reports show no timing, DRC or antenna violations. VDD sags by at most approximately 0.14 mV. Hold-check failures listed in the final report amount to 0. In this run, synthesis produced a sequential element count of approximately 57. The post-layout instance area is between 6000 and 7000 um^2. The longest incremental delay of any stage on the critical path is reported as 600 ps. Clock tree synthesis inserted a total of 5 buffers. The unique cell type count in the Yosys netlist is 105. Internal power comes to roughly 1100 uW. The count of pins over their slew limit is 0. The aggregate routed wire length is 14.4 mm. In the final layout, the fill cell count is 1,944. The number of placed I/O pins is 26.

The fmax is roughly 180 MHz. Setup repair after global routing left no endpoint under its margin. For this run, asynchronously set or reset flops after synthesis account for 0%. The clock transition at the register clock pins on the worst setup and hold paths after CTS is roughly 70 ps.

STA lists the maximum fanout along the critical path as 8. The final core utilization is 36.5%. The worst setup path is launched from an input port.

According to the floorplan report, the die width is around 140 um. The kind of critical path is in -> reg. Per the synth stats, the flop cell with the highest instance count is dfxtp_1.

The final critical delay including setup and external delays is about 5700 ps. The transition time of the tightest slew-check pin is approximately 1000 ps. The detail-routed net length per standard cell is 13.6 um. The number of cells in the finished layout apart from fillers is between 1,000 and 1,500. The pin count of the biggest net entering global routing is slightly above 50. In the log, the iteration count for the first detailed-route pass is 5. The main area contributors are dfxtp_1 (14%), ha_1 (7.0%), nand2_1 (5.4%). The initial antenna violation count is 0. Combinational cells account for between 50% and 60% of the total power. The portion of synthesized cell area occupied by the leading cell type is between 10% and 20%. The initial cell density of the core is between 30 and 40%. For the worst setup path, the data required time is between 6000 and 7000 ps. The worst hold margin is 493 ps. The total of warnings raised by yosys is 3. The cell type with the largest total area after synthesis is dfxtp_1.

The per-instance average area after synthesis is 7.49 um^2. The placer congestion estimate is 0.937. The data arrival time of the worst path is about 5900 ps. The total congestion overflow is 0. The report puts the hold buffer count at CTS at 0. The share of power burned in the clock network is ~17%. The cell at the root of the clock tree is clkbuf_16.

The synthesized design contains 9 enable-type register cells. The power report puts the leakage power at 0.00264 uW. The report counts max-capacitance violations totalling 0. The number of standard cells reported by yosys is 766. The number of H-tree branching levels is 2. The area of the placeable core is roughly 19,000 um^2. The net switching share of the total power is between 40% and 50%. Per report_power, the sequential group accounts for between 20% and 30% of the total.

The synthesized netlist occupies a cell area of 5740 um^2. The die height is between 100 and 150 um. TritonCTS built the clock tree. For this run, the total global-route usage over all layers was measured as between 10% and 20%. The cell depth of the worst hold path is 2. The power per unit of standard cell area is roughly 280 nW/um^2. The max-slew headroom at the worst pin is 31.0%.

The row count is approximately 50. The final critical path takes up a little over nine tenths of the cycle. Across all stage logs, warnings added up to 48. The count of placed standard cells including taps is roughly 1,100.

The detailed router's first-iteration violation count is approximately 270. For this block, the via count after detailed routing is about 5,600. The global-route wire length before repair is 24.9 mm. The yosys stat chip area is ~5700 um^2. Clock skew on the completed layout was measured at roughly 7.6 ps. The number of cell instances on the worst register-to-register path is 7. The worst setup path is captured at a flip-flop. The cell count after synthesis came out at 766. The worst min-delay path category is reg -> reg.

The final timing report counts setup violations totalling 0. Buffers placed on the I/O ports in this run total 24. The fraction of final layout cells with drive strength greater than 1 is around 16%. The timer found 8 register pins that no clock reaches; their paths are not timed. The post-placement cell area is 6630 um^2. The count of endpoints without a timing constraint is 16. The via density per instance is between 5 and 6. Nets still carrying antenna violations after routing amount to 0. The net switching power is around 830 uW. The layout overhead on the synthesized area is 18.9%. At the later pin of the worst-skew pair, clock insertion delay measures slightly below 300 ps. The slowest stage of the critical path is the clkdlybuf4s50_1 cell. The via count of the first global-routing pass was around 5,100. The total die area is ~20,000 um^2.

The signal on the critical path passes through clkdlybuf4s50_1 > buf_4 > a22o_1 > a221oi_4 > a311oi_2 > a41oi_4 > nand4_4 > mux2_4 > and3_4 > xnor2_4 > inv_2 > ha_1 > or2_2 > or3_1 > a21boi_1 > o21a_1 > o31a_4 > o211ai_2 > a211oi_2 > o211ai_1 > o22a_1. Per the detail_route report, DRC violations left total 0. The placed wire-length estimate is 11.1 mm. The number of antenna repair diodes is 0.

CTS reports a maximum clock tree buffer depth of 2. In the final timing run, aggregate negative setup slack is 0 ps.
-- logic make-up after synthesis --
family,Yosys count,share of synthesized area (%)
other,1,0.0653
buffers and inverters,74,5.95
DFF,49,18.7
xor gates and xnor gates,43,7.02
AOI/OAI and AO/OA,225,27.8
and+or+nand+nor,325,29.8
adders and majority gates,32,6.98
latches,8,2.09
muxes,9,1.72
-- cell usage in the layout, fill, tap and decap left out, types with 5 or more instances in the layout --
master and instances:
a211oi_1 7, a21o_1 6, a21oi_1 59, a22o_1 5, a31oi_1 10, and2_1 8, and3_1 8, buf_4 71
clkbuf_16 6, clkdlybuf4s50_1 20, dfxtp_1 40, dlxtn_1 8, edfxtp_1 9, ha_1 31, inv_1 26, mux2i_1 5
nand2_1 83, nand3_1 18, nand3b_1 8, nand4_1 16, nor2_1 75, nor2b_1 20, nor3_1 23, nor3b_1 5
o211ai_1 8, o21a_1 8, o21ai_0 43, o22ai_1 6, or2_2 7, or3_1 14, xnor2_1 16, xor2_1 24
-- synth_stat cells, types with 5 or more instances --
cell,n
a31oi_1,10
mux2i_1,5
nand3b_1,8
nand4_1,16
nand2b_1,5
xnor2_1,17
o21a_1,9
xor2_1,24
dfxtp_1,40
edfxtp_1,9
a22o_1,5
nand3_1,18
a21oi_1,59
o21ai_0,43
nor3_1,23
nor2_1,75
buf_2,6
nand2_1,83
buf_4,7
inv_1,27
o22ai_1,6
or3_1,14
a21o_1,6
ha_1,32
clkbuf_1,25
and2_1,8
o211ai_1,8
dlxtn_1,8
nor3b_1,5
and3_1,9
a211oi_1,7
nor2b_1,20
or2_2,7
-- cell type report --
type	instances	area (um^2)	area share, %
clock buffer	7	164	2.40
clock inverter	1	6.26	0.0917
inverter	30	113	1.65
multi-input combinational	635	4270	62.6
sequential	57	1190	17.5
tap	234	293	4.29
timing repair buffer	95	783	11.5
-- metal layers --
metal	vias up	wire length [um]	GRT usage, %
met2	99	6630	25.0
met1	2595	7120	22.7
met5	-	0	0
met4	0	146	1.74
li1	2914	-	-
met3	12	484	1.22
-- state kept, by name, indices dropped and copies added (netlist names) --
signal	flops
FSM1.presente	4
Datapath.E	9
deco1.F	8
Datapath.C20	9
Datapath.C5	9
Datapath.C50	9
Datapath.C10	9
-- power groups by stage --
stage	sequential, uW	clock [uW]	combinational [uW]
6_report	551	318	1040
5_1_grt	569	344	1180
4_1_cts	552	327	1040
-- per-stage QoR --
step	total power (uW)	worst slack, ps
floorplan	1300	16.8
global placement	1590	-114
detailed placement	1590	-195
CTS	1920	90.5
global route	2090	32.3
finish	1910	316
-- what timing repair did --
| action | CTS | global route |
|---|---|---|
| resized | 0 | 5 |
| buffers inserted | 0 | 1 |
| setup endpoints to repair | 0 | 2 |
-- critical path, delay by kind of cell --
family | cells | cell delay, ps
compound gates | 11 | 2110
xor+xnor | 1 | 160
fa+ha+maj | 1 | 180
buf+inv | 3 | 920
mux | 1 | 330
simple gates | 4 | 960
-- worst paths after layout --
| kind | start | to | slack [ps] |
|---|---|---|---|
| setup reg to reg | FSM1.presente[0] | Datapath.E[8] | 3420 |
| setup / recovery | X[4] | FSM1.presente[0] | 320 |
| hold reg to reg | Datapath.C50[7] | Datapath.C50[7] | 490 |
| hold / removal | Datapath.C50[7] | Datapath.C50[7] | 490 |
Power figures rest on the tool's default switching activity, not on a simulated workload.
