===== design/flow/design.v =====
module cronometro_FPGA(
input CLOCK_50,
input [0:0] V_BT,  
output reg [6:0] G_HEX0,           
output reg [6:0] G_HEX1,
output reg [6:0] G_HEX2,
output reg [6:0] G_HEX3     
);
reg [3:0] q1;
reg [3:0] q2;
reg [3:0] q0;         
reg [3:0] q3;
reg [25:0] q;
reg clkk;
always @(posedge CLOCK_50)
if(q==26'd60000000) begin
q<= 3'd0;
clkk<=1'b1;
end else  begin 
q <= q+1;
clkk<=1'b0;
end
always @ (posedge clkk) begin
	if (~V_BT[0:0]) begin
	q0<=4'd0;
	q1<=4'd0;
	q2<=4'd0;
	q3<=4'd0;
	end else begin
	if(q0!=4'd9)begin 
	q0<=q0+1;
	end else if(q0==4'd9&&q1!=4'd9) begin
	q0<=4'd0;
	q1<=q1+1;
	end else if(q1==4'd9&&q2!=4'd9)begin 
	q0<=4'd0;
	q1<=4'd0;
	q2<=q2+1;
	end else if(q2==4'd9&&q3!=4'd9)begin 
	q0<=4'd0;
	q1<=4'd0;
	q2<=4'd0;
	q3<=q3+1;
	end
	end
	case( q0 )
        4'B0000: G_HEX0 = 7'B1000000;
        4'B0001: G_HEX0 = 7'B1111001;
        4'B0010: G_HEX0 = 7'B0100100;
        4'B0011: G_HEX0 = 7'B0110000;
        4'B0100: G_HEX0 = 7'B0011001;
        4'B0101: G_HEX0 = 7'B0010010;
        4'B0110: G_HEX0 = 7'B0000010;
        4'B0111: G_HEX0 = 7'B1111000;
        4'B1000: G_HEX0 = 7'B0000000;
        4'B1001: G_HEX0 = 7'B0010000;
    endcase
     case( q1 )
        4'B0000: G_HEX1 = 7'B1000000;
        4'B0001: G_HEX1 = 7'B1111001;
        4'B0010: G_HEX1 = 7'B0100100;
        4'B0011: G_HEX1 = 7'B0110000;
        4'B0100: G_HEX1 = 7'B0011001;
        4'B0101: G_HEX1 = 7'B0010010;
        4'B0110: G_HEX1 = 7'B0000010;
        4'B0111: G_HEX1 = 7'B1111000;
        4'B1000: G_HEX1 = 7'B0000000;
        4'B1001: G_HEX1 = 7'B0010000;
    endcase
	 case( q2 )
        4'B0000: G_HEX2 = 7'B1000000;
        4'B0001: G_HEX2 = 7'B1111001;
        4'B0010: G_HEX2 = 7'B0100100;
        4'B0011: G_HEX2 = 7'B0110000;
        4'B0100: G_HEX2 = 7'B0011001;
        4'B0101: G_HEX2 = 7'B0010010;
        4'B0110: G_HEX2 = 7'B0000010;
        4'B0111: G_HEX2 = 7'B1111000;
        4'B1000: G_HEX2 = 7'B0000000;
        4'B1001: G_HEX2 = 7'B0010000;
    endcase
    case( q3 )
        4'B0000: G_HEX3 = 7'B1000000;
        4'B0001: G_HEX3 = 7'B1111001;
        4'B0010: G_HEX3 = 7'B0100100;
        4'B0011: G_HEX3 = 7'B0110000;
        4'B0100: G_HEX3 = 7'B0011001;
        4'B0101: G_HEX3 = 7'B0010010;
        4'B0110: G_HEX3 = 7'B0000010;
        4'B0111: G_HEX3 = 7'B1111000;
        4'B1000: G_HEX3 = 7'B0000000;
        4'B1001: G_HEX3 = 7'B0010000;
    endcase
	end
endmodule

===== design/flow/run.sh =====
#!/bin/bash
# OpenROAD 26Q1-2900-gdf79404cd8, Yosys 0.63+post, stock flow scripts
make -C /OpenROAD-flow-scripts/flow DESIGN_CONFIG=/design/flow/config.mk WORK_HOME=/design/flow/orfs finish

===== design/flow/config.mk =====
export PLATFORM = sky130hd
export DESIGN_NAME = cronometro_FPGA
export DESIGN_NICKNAME = cronometro_FPGA
export VERILOG_FILES = /design/flow/design.v
export SDC_FILE = /design/flow/constraint.sdc
export NUM_CORES = 4
export LEC_CHECK = 1
export CORE_UTILIZATION = 30

===== design/flow/constraint.sdc =====
current_design cronometro_FPGA

set clk_period 5.8
set clk_io_pct 0.2

create_clock -name clk0 -period $clk_period [get_ports {CLOCK_50}]

set non_clock_inputs [all_inputs -no_clocks]
set_input_delay [expr $clk_period * $clk_io_pct] -clock clk0 $non_clock_inputs
set_output_delay [expr $clk_period * $clk_io_pct] -clock clk0 [all_outputs]

==> impl_metrics.toml <==
# generated from flow reports
[outcome]
outcome = "complete, no violations"

[placed_design]
place_congestion = 0.880
port_buffers = 29
place_ws_ns = 3.59
placed_cells = 508
dpl.hpwl_um = 4140
dpl_cell_area_um2 = 3830

[routing]
via_count = 2505
antenna_left = 0
diodes = 0
drt_iter0_drc = 115
routed_wl_um = 5690
dr.pass1.iters = 4
drcViolationCount = 0
viasPerCell = 4.89
wl_per_cell_um = 11.1

[critical_path]
critPathLaunchType = "flip-flop"
r2r_cells = 4
r2r_slack_ns = 3.57
cp_max_fo = 11
r2r-start = "q[18]$_SDFF_PP0_"
critPathCaptureType = "flip-flop"
worstPathArrival_ns = 2.34
critPathRequiredTime_ns = 5.92
critPathKind = "reg -> reg"
rr_endpoint = "q[10]$_SDFF_PP0_"

[pwr]
p_sw_uw = 60.0
p_leak_nw = 1.40
combPwrFrac_pct = 0.8
power-per-cell-area_nw_per_um2 = 86.9
ir_worst_vdd_mv = 0.0813
clockPowerShare_pct = 44.6
power.total_uw = 340
p_int_uw = 280
swShare_pct = 17.6
pwr-share-seq_pct = 54.5

[final_timing]
worst-slew-pin-transition_ns = 0.727
hold_viol = 0
untimed_endpoints = 100
period_minus_slack_ns = 2.23
fin_hold_ws_ns = 0.490
finalCritPeriodShare_pct = 38.4
fmax_mhz = 449
unclocked_regs = 44
setup_viol = 0
setup_ws_ns = 3.57
final-max-slew-violation-count = 0
clock_skew_ns = 0.00172
tns_ns = 0
rsz0062_at_grt = "no"
max-slew-margin-rel_pct = 51.4

[clocking]
htreeDepth = 1
worstSkewPairLatency_ns = 0.25
post_cts_buffers = 0
cts_tree = "yes"
post_cts_resized = 0
path_clk_slew_ns = 0.06
cts_made_buffers = 3
clockBufferDepth = 2
cts_hold_buf = 0
ctsRootBufferMaster = "clkbuf_16"

[yosys]
synth_area_per_cell_um2 = 9.70
netlist_instances = 350
edf_count = 28
ys_chip_area_um2 = 3390
ys_seq_elements = 71
async_reset_ff_share_pct = 0
synthFlopType = "dfxtp_1"
synth.distinct_cells = 45
synthesis.area_um2 = 3390
yosysWarnings = 1
ys_seq_share_pct = 50.1
yosysCellCount = 350

[worst_hold_path]
hold_class = "reg -> reg"
hold_depth = 1
min_to = "q[17]$_SDFF_PP0_"
hp-start = "q[17]$_SDFF_PP0_"

[finish]
final_util_pct = 35.8
syn_to_final_growth_pct = 15.3
drive_above_1_share_pct = 3.23
fin_area_um2 = 3910
fin_cells = 512

[floorplanning]
chipArea_um2 = 11700
die_h_um = 108
fp.coreArea_um2 = 10900
dieWidth_um = 108
initial_core_util_pct = 31.0
ios = 30
placementRows = 38

[global_routing]
grt-ovfl-total = 0
grt_pass1_vias = 2257
grt_usage_pct = 10.4
grt_pass1_wl_um = 10100
antenna_found_initial = 0
grt_max_degree = 45

[run]
tool_warnings = 35
max-cap-violations = 0
-- power groups by stage --
stage	clock network, mW	registers, mW	logic (mW)
4_1_cts	0.156	0.185	0.00296
5_1_grt	0.166	0.185	0.00326
6_report	0.152	0.185	0.00286
-- placed cells by master (no fill, tap or decap), types with 12 or more instances in the layout --
master,instances
nand4_1,12
dfxtp_1,43
xnor2_1,12
clkdlybuf4s50_1,29
inv_1,15
ha_1,14
nor2_1,45
a21oi_1,19
o21ai_0,18
edfxtp_1,28
nand3_1,17
nand2_1,19
-- cells in the mapped netlist (all sizes together), types with 2 or more instances --
master,count,area (µm²)
ha,14,175
o311ai,3,26.3
nor3,8,40.0
or4,6,48.8
nor3b,6,45.0
a21boi,3,22.5
o2bb2ai,3,26.3
o31ai,2,15.0
nand3b,4,30.0
clkbuf,13,48.8
a21oi,20,104
inv,15,56.3
and4,3,26.3
mux2i,7,70.1
nand4,12,75.1
xor2,9,78.8
nor4bb,2,20.0
xnor2,12,105
nand2,19,71.3
and3,5,31.3
and3b,2,17.5
buf,3,15.0
nor2,45,169
edfxtp,28,841
nand3,17,85.1
o22ai,3,18.8
a211oi,2,15.0
or3,4,25.0
nor4,6,37.5
o21ai,18,90.1
nand2b,2,12.5
dfxtp,43,861
-- cell families after synthesis --
logic type	Yosys count	synth area share, %
simple gates	144	22.3
flops	71	50.1
compound gates	62	11.4
buf+inv	31	3.54
xor+xnor	21	5.42
fa+ha+maj	14	5.16
mux	7	2.06
-- per-layer routing --
layer,track usage [%],up-vias,part of all wire (%)
met5,0,-,0
met1,15.9,1139,50
met2,17.4,52,46
met4,0.965,0,0.42
li1,-,1309,-
met3,0.491,5,3.5
-- worst max path at each step --
stage / slack, ns / to / from
6_report: 3.57 / q[10]$_SDFF_PP0_ / q[18]$_SDFF_PP0_
5_1_grt: 3.42 / q[8]$_SDFF_PP0_ / q[18]$_SDFF_PP0_
4_1_cts: 3.56 / q[2]$_SDFF_PP0_ / q[18]$_SDFF_PP0_
-- flip-flops by register name (all words and copies together) (netlist names) --
name and count:
q 26, G_HEX0 7, G_HEX1 7, G_HEX2 7, G_HEX3 7, q0 4
q1 4, q2 4, q3 4, clkk 1
-- cell type report --
cell class	instances	area, µm²
sequential	71	1700
fill	1064	7020
multi-input combinational	248	1570
tap	140	175
timing repair buffer	34	328
inverter	15	56.3
clock buffer	4	78.8
-- critical path, stage by stage, from the launching register on --
cell and delay (ns):
dfxtp_1 0.36, or4_1 0.54, or4_1 0.49, nor2_1 0.59, nor2_1 0.11
Power and IR drop assume default switching activity.
